**./design.v**
```verilog
module cache (
	input wire clk,   
	input wire rst,   
	input wire [ADDR_BITS-1:0] addr,   
    input wire load,     
	input wire store,   
	input wire edit,   
	input wire invalid,   
    input wire [2:0] u_b_h_w,  
	input wire [31:0] din,   
	output reg hit = 0,   
	output reg [31:0] dout = 0,   
	output reg valid = 0,   
	output reg dirty = 0,   
	output reg [TAG_BITS-1:0] tag = 0   
	);
    localparam 
    ADDR_BITS = 32,
    WORD_BYTES = 4,
    WORD_BYTES_WIDTH = 2,    
    WORD_BITS = (WORD_BYTES * 8),
    ELEMENT_WORDS = 4,
    ELEMENT_WORDS_WIDTH = 2,    
    BLOCK_WIDTH = (ELEMENT_WORDS_WIDTH + WORD_BYTES_WIDTH),    
    ELEMENT_NUM = 64,
    WAYS = 2,
    ELEMENT_INDEX_WIDTH = 6,    
    SET_INDEX_WIDTH = 5,    
    TAG_BITS = (ADDR_BITS - SET_INDEX_WIDTH - BLOCK_WIDTH);   
    wire [31:0] word1, word2;
    wire [15:0] half_word1, half_word2;
    wire [7:0]  byte1, byte2;
    wire recent1, recent2, valid1, valid2, dirty1, dirty2;
    wire [TAG_BITS-1:0] tag1, tag2;
    wire hit1, hit2;
    reg [ELEMENT_NUM-1:0] inner_recent = 0;
    reg [ELEMENT_NUM-1:0] inner_valid = 0;
    reg [ELEMENT_NUM-1:0] inner_dirty = 0;
    reg [TAG_BITS-1:0] inner_tag [0:ELEMENT_NUM-1];
    reg [31:0] inner_data [0:ELEMENT_NUM*ELEMENT_WORDS-1];
    integer i;
    initial begin
        for (i = 0; i < ELEMENT_NUM; i = i + 1)
            inner_tag[i] = 23'b0;
        for (i = 0; i < ELEMENT_NUM*ELEMENT_WORDS; i = i + 1)
            inner_data[i] = 32'b0;
    end
    wire [TAG_BITS-1:0] addr_tag;
    wire [SET_INDEX_WIDTH-1:0] addr_index;      
    wire [ELEMENT_INDEX_WIDTH-1:0] addr_element1; 
    wire [ELEMENT_INDEX_WIDTH-1:0] addr_element2;      
    wire [ELEMENT_INDEX_WIDTH+ELEMENT_WORDS_WIDTH-1:0] addr_word1;
    wire [ELEMENT_INDEX_WIDTH+ELEMENT_WORDS_WIDTH-1:0] addr_word2;  
    assign addr_tag = addr[31:9];              
    assign addr_index = addr[8:4];            
    assign addr_element1 = {addr_index, 1'b0};
    assign addr_element2 = {addr_index, 1'b1};       
    assign addr_word1 = {addr_element1, addr[ELEMENT_WORDS_WIDTH+WORD_BYTES_WIDTH-1:WORD_BYTES_WIDTH]};
    assign addr_word2 = {addr_element2, addr[ELEMENT_WORDS_WIDTH+WORD_BYTES_WIDTH-1:WORD_BYTES_WIDTH]};            
    assign word1 = inner_data[addr_word1];
    assign word2 = inner_data[addr_word2];                 
    assign half_word1 = addr[1] ? word1[31:16] : word1[15:0];
    assign half_word2 = addr[1] ? word2[31:16] : word2[15:0];            
    assign byte1 = addr[1] ?
                    addr[0] ? word1[31:24] : word1[23:16] :
                    addr[0] ? word1[15:8] :  word1[7:0]   ;
    assign byte2 = addr[1] ?
                    addr[0] ? word1[31:24] : word1[23:16] :
                    addr[0] ? word1[15:8] :  word1[7:0]   ;                 
    assign recent1 = inner_recent[addr_element1];
    assign recent2 = inner_recent[addr_element2];               
    assign valid1 = inner_valid[addr_element1];
    assign valid2 = inner_valid[addr_element2];                
    assign dirty1 = inner_dirty[addr_element1];
    assign dirty2 = inner_dirty[addr_element2];                
    assign tag1 = inner_tag[addr_element1];
    assign tag2 = inner_tag[addr_element2];                  
    assign hit1 = valid1 & (tag1 == addr_tag);
    assign hit2 = valid2 & (tag2 == addr_tag);                  
    always @ (posedge clk) begin
        valid <= (recent1 == 1'b1) ? valid2 : valid1;                   
        dirty <= (recent1 == 1'b1) ? dirty2 : dirty1;                   
        tag <= (recent1 == 1'b1) ? tag2 : tag1;                     
        hit <= hit1 | hit2;                     
        if (load) begin
            if (hit1) begin
                dout <=
                    u_b_h_w[1] ? word1 :
                    u_b_h_w[0] ? {u_b_h_w[2] ? 16'b0 : {16{half_word1[15]}}, half_word1} :
                    {u_b_h_w[2] ? 24'b0 : {24{byte1[7]}}, byte1};
                inner_recent[addr_element1] <= 1'b1;
                inner_recent[addr_element2] <= 1'b0;
            end
            else if (hit2) begin
                dout <=
                    u_b_h_w[1] ? word2 :
                    u_b_h_w[0] ? {u_b_h_w[2] ? 16'b0 : {16{half_word2[15]}}, half_word2} :
                    {u_b_h_w[2] ? 24'b0 : {24{byte2[7]}}, byte2};
                inner_recent[addr_element2] <= 1'b1;
                inner_recent[addr_element1] <= 1'b0;
            end
        end
        else dout <= inner_data[ recent1 ? addr_word2 : addr_word1 ];
        if (edit) begin
            if (hit1) begin
                inner_data[addr_word1] <= 
                    u_b_h_w[1] ?         
                        din
                    :
                        u_b_h_w[0] ?     
                            addr[1] ?        
                                {din[15:0], word1[15:0]} 
                            :
                                {word1[31:16], din[15:0]} 
                        :    
                            addr[1] ?
                                addr[0] ?
                                    {din[7:0], word1[23:0]}    
                                :
                                    {word1[31:24], din[7:0], word1[15:0]}  
                            :
                                addr[0] ?
                                    {word1[31:16], din[7:0], word1[7:0]}    
                                :
                                    {word1[31:8], din[7:0]}  
                ;
                inner_dirty[addr_element1] <= 1'b1;
                inner_recent[addr_element1] <= 1'b1;
                inner_recent[addr_element2] <= 1'b0;
            end
            else if (hit2) begin
                inner_data[addr_word2] <= 
                    u_b_h_w[1] ?         
                        din
                    :
                        u_b_h_w[0] ?     
                            addr[1] ?        
                                {din[15:0], word2[15:0]} 
                            :
                                {word2[31:16], din[15:0]} 
                        :    
                            addr[1] ?
                                addr[0] ?
                                    {din[7:0], word2[23:0]}    
                                :
                                    {word2[31:24], din[7:0], word2[15:0]}  
                            :
                                addr[0] ?
                                    {word2[31:16], din[7:0], word2[7:0]}    
                                :
                                    {word2[31:8], din[7:0]}  
                ;
                inner_dirty[addr_element2] <= 1'b1;
                inner_recent[addr_element2] <= 1'b1;
                inner_recent[addr_element1] <= 1'b0;
            end
        end
        if (store) begin
            if (recent1) begin   
                inner_data[addr_word2] <= din;
                inner_valid[addr_element2] <= 1'b1;
                inner_dirty[addr_element2] <= 1'b0;
                inner_tag[addr_element2] <= addr_tag;
            end else begin
                inner_data[addr_word1] <= din;
                inner_valid[addr_element1] <= 1'b1;
                inner_dirty[addr_element1] <= 1'b0;
                inner_tag[addr_element1] <= addr_tag;
            end
        end
        if (invalid) begin
            inner_recent[addr_element1] <= 1'b0;
            inner_recent[addr_element2] <= 1'b0;
            inner_valid[addr_element1] <= 1'b0;
            inner_valid[addr_element2] <= 1'b0;
            inner_dirty[addr_element1] <= 1'b0;
            inner_dirty[addr_element2] <= 1'b0;
        end
    end
endmodule
module cmu (
		input clk,
		input rst,
		input [31:0] addr_rw,
		input en_r,
		input en_w,
        input [2:0] u_b_h_w,
		input [31:0] data_w,
		output [31:0] data_r,
		output stall,
		output reg mem_cs_o = 0,
		output reg mem_we_o = 0,
		output reg [31:0] mem_addr_o = 0,
		input [31:0] mem_data_i,
		output [31:0] mem_data_o,
		input mem_ack_i,
        output [2:0] cmu_state
	);
    localparam 
    ADDR_BITS = 32,
    WORD_BYTES = 4,
    WORD_BYTES_WIDTH = 2,    
    WORD_BITS = (WORD_BYTES * 8),
    ELEMENT_WORDS = 4,
    ELEMENT_WORDS_WIDTH = 2,    
    BLOCK_WIDTH = (ELEMENT_WORDS_WIDTH + WORD_BYTES_WIDTH),    
    ELEMENT_NUM = 64,
    WAYS = 2,
    ELEMENT_INDEX_WIDTH = 6,    
    SET_INDEX_WIDTH = 5,    
    TAG_BITS = (ADDR_BITS - SET_INDEX_WIDTH - BLOCK_WIDTH);   
    reg [ADDR_BITS-1:0] cache_addr = 0;
    reg cache_load = 0;
    reg cache_store = 0;
    reg cache_edit = 0;
    reg [2:0] cache_u_b_h_w = 0;
    reg [WORD_BITS-1:0] cache_din = 0;
    wire cache_hit;
    wire [WORD_BITS-1:0] cache_dout;
    wire cache_valid;
    wire cache_dirty;
    wire [TAG_BITS-1:0] cache_tag;
    cache CACHE (
        .clk(~clk),
        .rst(rst),
        .addr(cache_addr),
        .load(cache_load),
        .store(cache_store),
        .edit(cache_edit),
        .invalid(1'b0),
        .u_b_h_w(cache_u_b_h_w),
        .din(cache_din),
        .hit(cache_hit),
        .dout(cache_dout),
        .valid(cache_valid),
        .dirty(cache_dirty),
        .tag(cache_tag)
    );
    localparam
        S_IDLE = 0,
        S_PRE_BACK = 1,
        S_BACK = 2,
        S_FILL = 3,
        S_WAIT = 4;
    reg [2:0]state = 0;
    reg [2:0]next_state = 0;
    reg [ELEMENT_WORDS_WIDTH-1:0]word_count = 0;
    reg [ELEMENT_WORDS_WIDTH-1:0]next_word_count = 0;
    assign cmu_state = state;
    always @ (posedge clk) begin
        if (rst) begin
            state <= S_IDLE;
            word_count <= 2'b00;
        end
        else begin
            state <= next_state;
            word_count <= next_word_count;
        end
    end
    always @ (*) begin
        if (rst) begin
            next_state = S_IDLE;
            next_word_count = 2'b00;
        end
        else begin
            case (state)
                S_IDLE: begin
                    if (en_r || en_w) begin
                        if (cache_hit)
                            next_state = S_IDLE;  
                        else if (cache_valid && cache_dirty)
                            next_state = S_PRE_BACK;  
                        else
                            next_state = S_FILL;  
                    end
                    next_word_count = 2'b00;
                end
                S_PRE_BACK: begin
                    next_state = S_BACK;  
                    next_word_count = 2'b00;
                end
                S_BACK: begin
                    if (mem_ack_i && word_count == {ELEMENT_WORDS_WIDTH{1'b1}})     
                        next_state = S_FILL;  
                    else
                        next_state = S_BACK;  
                    if (mem_ack_i)
                        next_word_count = word_count + 1;  
                    else
                        next_word_count = word_count;
                end
                S_FILL: begin
                    if (mem_ack_i && word_count == {ELEMENT_WORDS_WIDTH{1'b1}})
                        next_state = S_WAIT;  
                    else
                        next_state = S_FILL;  
                    if (mem_ack_i)
                        next_word_count = word_count + 1;  
                    else
                        next_word_count = word_count;
                end
                S_WAIT: begin
                    next_state = S_IDLE;  
                    next_word_count = 2'b00;
                end
            endcase
        end
    end
    always @ (*) begin
        case(state)
            S_IDLE, S_WAIT: begin
                cache_addr = addr_rw;
                cache_load = en_r;
                cache_edit = en_w;
                cache_store = 1'b0;
                cache_u_b_h_w = u_b_h_w;
                cache_din = data_w;
            end
            S_BACK, S_PRE_BACK: begin
                cache_addr = {addr_rw[ADDR_BITS-1:BLOCK_WIDTH], next_word_count, {ELEMENT_WORDS_WIDTH{1'b0}}};
                cache_load = 1'b0;
                cache_edit = 1'b0;
                cache_store = 1'b0;
                cache_u_b_h_w = 3'b010;
                cache_din = 32'b0;
            end
            S_FILL: begin
                cache_addr = {addr_rw[ADDR_BITS-1:BLOCK_WIDTH], word_count, {ELEMENT_WORDS_WIDTH{1'b0}}};
                cache_load = 1'b0;
                cache_edit = 1'b0;
                cache_store = mem_ack_i;
                cache_u_b_h_w = 3'b010;
                cache_din = mem_data_i;
            end
        endcase
    end
    assign data_r = cache_dout;
    always @ (*) begin
        case (next_state)
            S_IDLE, S_PRE_BACK, S_WAIT: begin
                mem_cs_o = 1'b0;
                mem_we_o = 1'b0;
                mem_addr_o = 32'b0;
            end
            S_BACK: begin
                mem_cs_o = 1'b1;
                mem_we_o = 1'b1;
                mem_addr_o = {cache_tag, addr_rw[ADDR_BITS-TAG_BITS-1:BLOCK_WIDTH], next_word_count, {ELEMENT_WORDS_WIDTH{1'b0}}};
            end
            S_FILL: begin
                mem_cs_o = 1'b1;
                mem_we_o = 1'b0;
                mem_addr_o = {addr_rw[ADDR_BITS-1:BLOCK_WIDTH], next_word_count, {ELEMENT_WORDS_WIDTH{1'b0}}};
            end
        endcase
    end
    assign mem_data_o = cache_dout;
    assign stall = (next_state == S_BACK || next_state == S_PRE_BACK || next_state == S_WAIT || next_state == S_FILL);  
endmodule
```
**./run.sh**
```bash
#!/bin/bash
# OpenROAD 26Q1-2900-gdf79404cd8, Yosys 0.63+post, stock flow scripts
make -C /OpenROAD-flow-scripts/flow DESIGN_CONFIG=/design/flow/config.mk WORK_HOME=/design/flow/orfs finish
```
**./config.mk**
```make
export PLATFORM = sky130hd
export DESIGN_NAME = cmu
export DESIGN_NICKNAME = cmu
export VERILOG_FILES = /design/flow/design.v
export SDC_FILE = /design/flow/constraint.sdc
export NUM_CORES = 4
export LEC_CHECK = 1
export CORE_UTILIZATION = 30
export SYNTH_MEMORY_MAX_BITS = 65536
```
**./constraint.sdc**
```tcl
current_design cmu

set clk_period 37.2
set clk_io_pct 0.2

create_clock -name clk0 -period $clk_period [get_ports {clk}]

set non_clock_inputs [all_inputs -no_clocks]
set_input_delay [expr $clk_period * $clk_io_pct] -clock clk0 $non_clock_inputs
set_output_delay [expr $clk_period * $clk_io_pct] -clock clk0 [all_outputs]
```
==> notes.md <==
The layout was made with Yosys and OpenROAD.

In this run, synthesis inferred 9,760 flip-flops with an integrated enable. The routed layout has 245,900 vias. The proportion of layout cells with a drive suffix above 1 is 19.63%. The commonest register cell after synthesis is sky130_fd_sc_hd__edfxtp_1.

The first-pass iteration count of the detailed router is 8. The total of flip-flops plus latches after synthesis is 9,994. In this run, the synthesized area fraction spent on adder and majority cells is recorded as 0.02779%. The compound-cell area share of the yosys netlist is 4.109%. The mean cell area of the mapped netlist is 19.63 sq um.

Per the OpenROAD floorplan log, the area of the die is 1,325,000 sq um. The flow ran to the end, and the final reports show no timing, DRC or antenna violations. The post-route worst hold slack is 0.4809 ns. The number of logged tool warnings is 1,054.

The level count of the clock H-tree is 7. Per the synthesis report, the single largest cell type by area occupies 73.97% of cell area. The last timing report of the flow puts the setup violation total at 0. STA classifies the critical path endpoint as an output port. In the synthesized netlist the async set-or-reset flop fraction comes to 0%.

The peak fanout along the critical path is 2. Setup slack on the critical path of the routed design comes to 8.363 ns. Looking at the clock tree report, the root buffer type is sky130_fd_sc_hd__clkbuf_16.

The initial antenna violation count came to 185. The mean number of vias per cell is 4.874. The count of nets left with antenna violations once routing finished came out at 0.

Total power normalized to cell area comes to 54.65 nW/um^2. For this run the detailed placement stage logged an HPWL of 923,200 microns. The count of unclocked register or latch pins is 107. The clock buffer count from CTS is 1,186. The logic gate share of total power is 0.1%. The number of placed I/O pins is 206. The critical path goes through buf_16 > clkdlybuf4s50_1. Setup repair after global routing left no endpoint under its margin. The data arrival time of the critical path is 21.40 ns. The portion of synthesized area spent on multiplexers is 15.88%. The starting density of the core is 30.12%. The endpoint of the worst hold path is reported as CACHE.inner_recent[4]. The placer congestion estimate is 1.036. The area fraction in xor and xnor cells is 0.1127%. In this run the most critical hold path is launched from CACHE.inner_recent[4]. The switching power share of the total is 25.52%.

The clock-pin slew on the worst setup and hold paths is 0.03 ns. For flop-to-flop paths, the worst setup slack is 30.48 ns. The number of standard cells in the layout, taps in and fillers out is 50,450. The slowest cell on the critical path is sky130_fd_sc_hd__edfxtp_1. The CTS tree is done. The combinational gate area is 94,870 sq um. On the critical path the largest part of the delay comes from flip-flops. The switching component of the power was reported as 0.007022 W. In the post-synthesis netlist, the biggest area contributors are sky130_fd_sc_hd__edfxtp_1 (74%), sky130_fd_sc_hd__mux4_2 (12%), sky130_fd_sc_hd__mux2i_1 (2.4%).

The number of placement rows is 421. The area of the mapped netlist is 396,200 sq um. The detailed-route wire length is 1,475,000 microns. Per the GRT congestion report, total overflow comes to 0. The sum of negative setup slack is 0 ns.

The worst setup path is of the flop to output port kind. Measured in cells, the most critical reg-to-reg path has a length of 15. The relative slew slack is 8.747%. After clock tree synthesis, the repair step resized 0 gates. The clock insertion delay at the later pin of the skew report is 1.33 ns. Per the layout area report, the register area comes to 297,300 sq um. The total setup buffers inserted after CTS is 0. CTS reports a maximum clock tree buffer depth of 6. The number of cells in Yosys stat is 20,190. The maximum number of pins on one net before global-route repair is 125. The chip width is 1151 microns.

Input and output buffers added on the ports amount to 203. The static leakage power is 199.7 nW. The type of the worst min-delay path is flop to flop.

The placement-stage worst setup slack is 9.503 ns. Counting the warning lines in the Yosys log gives 2. The routed wire length per instance is 29.23 microns. The largest family of logic cells by area is multiplexers. The maximum vdd drop is 0.04350 mV.

The area growth from synthesis to final layout is 27.10%. The share of total power dissipated in the clock network is 55.8%. After floorplanning, the core was sized to cover 1,315,000 sq um. Per the layout report, the design carries 117,000 filler cells. The cell-internal power is 0.02050 W. The first global-routing pass estimated 1,997,000 microns of wire. For this run, design rule violations remaining after detail routing come to 0.

The synthesized netlist contains 104 unique library cells. STA puts the critical path data required time at 29.76 ns. The simple-gate area share of the yosys netlist is 2.951%. The post-synthesis chip area from yosys is 396,200 sq um. The number of violations of the max-capacitance limit is 0.

The number of pins exceeding their max-slew limit in the final report is 0. The post-synthesis cell count is 20,190. The number of hold-repair buffers added at the cts stage is 0. The transition time at the pin with the least slew margin is 1.331 ns. In this run, flip-flops and latches consume 44.2% of the power. The startpoint kind of the worst setup timing path is a flop. 1,612 endpoints have no timing constraint. Along the critical path, the tally of buffer and inverter instances is 2. Of all cell types, the one taking the most synthesized area is sky130_fd_sc_hd__edfxtp_1. The hold path depth is 2. The reg-to-reg critical path endpoint is CACHE.inner_data[38][2]. Counting tap cells, the placed design contains a total of 37,990 instances. Global routing used 23.72% of the available tracks. The critical path's largest stage delay is 0.80 ns. The first routing iteration left 17,270 violations. The number of global-route vias before repair is 275,500. The final hold violation count is 0. Clock skew on the completed layout was measured at 0.1924 ns. The vertical die dimension reported for this design is 1151 microns. The launch point of the worst register-to-register path is recorded as CACHE.inner_recent[34].
-- registers in the layout (all words and copies together), names as in the netlist, 2 cells and up --
| name | count |
|---|---|
| state | 3 |
| cache_addr | 32 |
| CACHE.inner_dirty | 64 |
| next_word_count | 2 |
| CACHE.dout | 32 |
| next_state | 3 |
| word_count | 2 |
| CACHE.inner_valid | 64 |
| cache_din | 32 |
| CACHE.tag | 23 |
| CACHE.inner_tag | 1472 |
| mem_addr_o | 30 |
| cache_u_b_h_w | 3 |
| CACHE.inner_recent | 32 |
| CACHE.inner_data | 8192 |
-- cells in the final DEF, fill, tap and decap left out, types with 167 or more instances in the layout --
cell / Yosys / routed
sky130_fd_sc_hd__mux4_2: 2163 / 2163
sky130_fd_sc_hd__mux2_2: 422 / 418
sky130_fd_sc_hd__nor2_1: 825 / 648
sky130_fd_sc_hd__nand2_1: 1362 / 1343
sky130_fd_sc_hd__a221oi_1: 169 / 167
sky130_fd_sc_hd__o22ai_1: 243 / 233
sky130_fd_sc_hd__clkbuf_16: 0 / 1204
sky130_fd_sc_hd__clkinvlp_2: 0 / 257
sky130_fd_sc_hd__edfxtp_1: 9760 / 9760
sky130_fd_sc_hd__buf_4: 326 / 1374
sky130_fd_sc_hd__a21oi_1: 575 / 544
sky130_fd_sc_hd__inv_1: 25 / 10140
sky130_fd_sc_hd__diode_2: 0 / 602
sky130_fd_sc_hd__o21ai_0: 428 / 385
sky130_fd_sc_hd__a22oi_1: 261 / 261
sky130_fd_sc_hd__clkdlybuf4s50_1: 0 / 203
sky130_fd_sc_hd__mux2i_1: 933 / 909
-- logic make-up after synthesis --
| logic type | count (synthesis) |
|---|---|
| flops | 9887 |
| mux | 3527 |
| simple gates | 2786 |
| compound gates | 2446 |
| buf+inv | 1372 |
| latches | 107 |
| xor+xnor | 51 |
| fa+ha+maj | 9 |
| other cells | 1 |
-- synth_stat cells, drive strengths merged, types with 14 or more instances --
cell     instances
nor4            29
a2111oi         40
o311ai          18
o21a            24
o221ai         137
nor2b           32
a31oi           85
nand3          116
and4            14
and2            32
inv             28
mux4          2163
nand2b          19
a311oi          26
mux2           431
buf           1001
a22oi          261
and3            35
a21o            20
mux2i          933
dlxtn          107
a221oi         169
a211oi          60
nor2           826
a22o            52
o211ai         114
edfxtp        9760
clkbuf         342
xnor2           23
or3             15
o2111ai         16
nor3           219
o22a            23
o21ai          440
a21oi          575
dfxtp          127
nand4           43
o22ai          243
nand2         1362
xor2            28
-- per-stage QoR --
| step | utilization (%) | instance area, sq um | power (W) |
|---|---|---|---|
| floorplan | - | 396200 | 0.01386 |
| detailed placement | 32.46 | 427000 | 0.01387 |
| global placement | 32.46 | 426900 | 0.01387 |
| finish | 38.28 | 503600 | 0.02752 |
| global route | 38.26 | 503300 | 0.02923 |
| CTS | 38.17 | 502100 | 0.02796 |
-- final cells by class --
type	instances	share of cell area (%)
clock inverters	10650	8.927
clock buffers	1204	5.983
well taps	17550	4.362
repair buffers	1595	2.525
multi-input cells	8821	18.84
inverters	28	0.02659
diodes	602	0.2992
flip-flops and latches	9994	59.04
-- power by group through the flow --
stage	logic [W]	registers, W	clock network [W]
6_report	0.0000184	0.0122	0.0153
5_1_grt	0.0000197	0.0121	0.0171
4_1_cts	0.0000187	0.0121	0.0158
-- layer usage --
metal	up-vias	wire length, microns	track usage [%]
li1	106600	-	-
met1	119600	429500	21.74
met2	16830	652800	32.06
met3	2765	284600	22.50
met4	116	101600	15.78
met5	-	6304	3.866
-- how the worst max path moves through the flow --
stage | to | cells after the start | slack [ns] | from
final | mem_data_o[1] | 2 | 8.36 | CACHE.dout[1]
after global routing | mem_data_o[1] | 2 | 8.29 | CACHE.dout[1]
after CTS | mem_data_o[1] | 2 | 8.18 | CACHE.dout[1]
-- worst min-delay path, delay by kind of cell (launching register included) --
kind | cells | cell delay [ns]
AOI/OAI and AO/OA | 2 | 0.13
DFF | 1 | 0.31
Power is estimated from default activity; no workload was simulated.
